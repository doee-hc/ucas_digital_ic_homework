==> /design/flow/design.v <==
module cla4 #(
    parameter COEN = 1
)(
    input   [3  :0]     a,   
    input   [3  :0]     b,   
    input               ci,   
    output  [3  :0]     s,   
    output              po,   
    output              go,   
    output              co   
);
    wire     [3  :0]     p;
    wire     [3  :0]     g;
    wire     [3  :0]     c;
    genvar i;
    generate
        for(i = 0; i < 4; i=i+1) begin: gen_cla4
            assign p[i] = a[i] | b[i];
            assign g[i] = a[i] & b[i];
            assign s[i] = a[i] ^ b[i] ^ c[i];
        end
    endgenerate
    assign c[0] = ci;
    assign c[1] = g[0] | (p[0] & c[0]);
    assign c[2] = g[1] | (p[1] & g[0]) | (p[1] & p[0] & c[0]);
    assign c[3] = g[2] | (p[2] & g[1]) | (p[2] & p[1] & g[0]) | (p[2] & p[1] & p[0] & c[0]);
    assign po = p[3] & p[2] & p[1] & p[0];
    assign go = g[3] | (p[3] & g[2]) | (p[3] & p[2] & g[1]) | (p[3] & p[2] & p[1] & g[0]);
    generate
        if(COEN == 1) begin
            assign co = go | (po & c[0]);
        end
        else begin
            assign co = 0;
        end
    endgenerate
endmodule
module booth2(
    input   [2 :0]  y,
    input   [16:0]  x,
    output  reg [16:0]  xo,
    output  reg         co
);
    always @(*) begin
        case(y) 
            3'b000,3'b111: begin
                xo = 0;
                co = 0;
            end
            3'b001,3'b010: begin
                xo = x;
                co = 0;
            end
            3'b011: begin
                xo = (x<<1);
                co = 0;
            end
            3'b100: begin
                xo = (x<<1);
                co = 1;
            end
            3'b101,3'b110: begin
                xo = (x);
                co = 1;
            end
        endcase
    end
endmodule
module cla16 #(
    parameter TYPE  = "grp_parallel",
    parameter COEN  = 1
)(
    input   [15  : 0]   a,
    input   [15  : 0]   b,
    input               ci,
    output  [15  : 0]   s,
    output              po,   
    output              go,   
    output              co
);
    wire [4 : 0]  c;
    wire [3 : 0]  p;
    wire [3 : 0]  g;
    genvar i;
    generate
        if(TYPE == "grp_parallel") begin
            for(i = 0; i < 4; i=i+1) begin: gen_cla_grp_parallel
                cla4 #(.COEN(0))
                u_cla4(
                    .a      (a  [((i+1)*4-1):i*4]),
                    .b      (b  [((i+1)*4-1):i*4]),
                    .s      (s  [((i+1)*4-1):i*4]),
                    .ci     (c  [i]),
                    .po     (p  [i]),
                    .go     (g  [i])
                );
            end
            assign c[1] = g[0] | (p[0] & c[0]);
            assign c[2] = g[1] | (p[1] & g[0]) | (p[1] & p[0] & c[0]);
            assign c[3] = g[2] | (p[2] & g[1]) | (p[2] & p[1] & g[0]) | (p[2] & p[1] & p[0] & c[0]);
            assign po = p[3] & p[2] & p[1] & p[0];
            assign go = g[3] | (p[3] & g[2]) | (p[3] & p[2] & g[1]) | (p[3] & p[2] & p[1] & g[0]);            
            if(COEN == 1) begin
                assign c[4] = go | (po & c[0]);
            end
            else begin
                assign c[4] = 0;
            end
        end
        else begin
            for(i = 0; i < 4; i=i+1) begin: gen_cla_grp_serial
                cla4 #(.COEN(1))
                u_cla4(
                    .a      (a  [((i+1)*4-1):i*4]),
                    .b      (b  [((i+1)*4-1):i*4]),
                    .s      (s  [((i+1)*4-1):i*4]),
                    .ci     (c  [i]),
                    .co     (c  [i+1])
                );
            end
        end
    endgenerate
    assign c[0] = ci;
    assign co = c[4];
endmodule
module cla32(
    input   [31  : 0]   a,
    input   [31  : 0]   b,
    input               ci,
    output  [31  : 0]   s
);
    wire [1:0] c;
    wire [1:0] p;
    wire [1:0] g;
    cla16 #(
        .TYPE("grp_parallel"),
        .COEN(0) 
    )u_cla16_0 (
        .a(a[15:0]),
        .b(b[15:0]),
        .s(s[15:0]),
        .ci(c[0]),
        .po(p[0]),
        .go(g[0])
    );
    cla16 #(
        .TYPE("grp_parallel"),
        .COEN(0) 
    )u_cla16_1 (
        .a(a[31:16]),
        .b(b[31:16]),
        .s(s[31:16]),
        .ci(c[1])
    );
    assign c[0] = ci;
    assign c[1] = g[0] | (p[0] & c[0]);
endmodule
module full_adder(
    input   a,
    input   b,
    input   c,
    output  s,
    output  co
);
    assign s = a ^ b ^ c;
    assign co = a&b | b&c | a&c;
endmodule
module mul_tc_16_16(
    input   [15:0]  a,
    input   [15:0]  b,
    output  [31:0]  product
);
    wire [5:0]  wt_cin   [31:0];
    wire [7:0]  wt_din   [31:0];
    wire [5:0]  wt_cout  [31:0];
    wire        wt_c     [31:0];
    wire        wt_s     [31:0];
    wire [16:0]     booth_xo[7:0];
    wire [31:0]     booth_xo_extend[7:0];
    wire            booth_co[7:0];
    wire [16:0]     b_shift;
    wire [31:0]     cla32_a;
    wire [31:0]     cla32_b;
    wire [31:0]     cla32_s;
    wire            cla32_ci;
    wire [31:0]     booth_xo_tmp[7:0];
    assign b_shift = {b,1'b0};
    genvar i,j;
    generate 
        for(i=0;i<8;i=i+1) begin: gen_booth
            booth2 u_booth2(
                .y  ({b_shift[i*2+2],b_shift[i*2+1],b_shift[i*2]}),
                .x  ({a[15],a}),
                .xo (booth_xo[i]),
                .co (booth_co[i])
            );
            assign booth_xo_tmp[i][31:17+i*2] = {(15-i*2){booth_xo[i][16]}};
            assign booth_xo_tmp[i][16+i*2:0] = booth_xo[i] << (i*2);
            assign booth_xo_extend[i] = booth_co[i] ? ~(booth_xo_tmp[i]) : booth_xo_tmp[i];
            for(j=0;j<32;j=j+1) begin: gen_tie_wt_din
                assign wt_din[j][i] = booth_xo_extend[i][j];
            end
        end
        for(i=0;i<6;i=i+1) begin: gen_tie_wt_cin_0
            assign wt_cin[0][i]    = booth_co[i];
        end
        for(i=0;i<31;i=i+1) begin: gen_tie_wt_cin_1
            assign wt_cin[i+1] = wt_cout[i];
        end
        for(i=0;i<32;i=i+1) begin: gen_wt
            wallace_tree u_wallace_tree( 
                .cin(wt_cin[i]), 
                .din(wt_din[i]), 
                .cout(wt_cout[i]), 
                .c(wt_c[i]), 
                .s(wt_s[i])
            );
        end
        for(i=0;i<31;i=i+1) begin: gen_tie_cla32_a
            assign cla32_a[i+1] = wt_c[i];
        end
        for(i=0;i<32;i=i+1) begin: gen_tie_cla32_b
            assign cla32_b[i] = wt_s[i];
        end
        assign cla32_ci     = booth_co[6];
        assign cla32_a[0]   = booth_co[7];
    endgenerate
    cla32 u_cla32(
        .a  (cla32_a),
        .b  (cla32_b),
        .ci (cla32_ci),
        .s  (cla32_s)
    );
    assign product = cla32_s;
endmodule
module wallace_tree(
    input  [5:0]    cin,
    input  [7:0]    din,
    output [5:0]    cout,
    output          c,
    output          s
);
    wire [5:0] s_temp;
    full_adder u_addr_0 (.a(din[0]), .b(din[1]), .c(1'b0  ), .s(s_temp[0]), .co(cout[0]));
    full_adder u_addr_1 (.a(din[2]), .b(din[3]), .c(din[4]), .s(s_temp[1]), .co(cout[1]));
    full_adder u_addr_2 (.a(din[5]), .b(din[6]), .c(din[7]), .s(s_temp[2]), .co(cout[2]));
    full_adder u_addr_3 (.a(s_temp[0]), .b(s_temp[1]), .c(s_temp[2]), .s(s_temp[3]), .co(cout[3]));
    full_adder u_addr_4 (.a(cin[0]), .b(cin[1]), .c(cin[2]), .s(s_temp[4]), .co(cout[4]));
    full_adder u_addr_5 (.a(s_temp[3]), .b(s_temp[4]), .c(cin[3]), .s(s_temp[5]), .co(cout[5]));
    full_adder u_addr_6 (.a(s_temp[5]), .b(cin[4]), .c(cin[5]), .s(s), .co(c));
endmodule
==> /design/flow/run.sh <==
#!/bin/bash
# OpenROAD 26Q1-2900-gdf79404cd8, Yosys 0.63+post, stock flow scripts
make -C /OpenROAD-flow-scripts/flow DESIGN_CONFIG=/design/flow/config.mk WORK_HOME=/design/flow/orfs finish
==> /design/flow/config.mk <==
export PLATFORM = sky130hd
export DESIGN_NAME = mul_tc_16_16
export DESIGN_NICKNAME = mul_tc_16_16
export VERILOG_FILES = /design/flow/design.v
export SDC_FILE = /design/flow/constraint.sdc
export NUM_CORES = 4
export LEC_CHECK = 1
export CORE_UTILIZATION = 30
==> /design/flow/constraint.sdc <==
current_design mul_tc_16_16

set clk_period 18.7
set clk_io_pct 0.2

create_clock -name clk0 -period $clk_period

set non_clock_inputs [all_inputs -no_clocks]
set_input_delay [expr $clk_period * $clk_io_pct] -clock clk0 $non_clock_inputs
set_output_delay [expr $clk_period * $clk_io_pct] -clock clk0 [all_outputs]
==> results_dict.tcl <==
# metrics dict for downstream scripts
set metrics [dict create \
    status "complete, no violations" \
    synth_stat.cells 1205 \
    startpoint "b[13]" \
    ys_seq_share 0 \
    avgViaCountPerCell 4.58 \
    gr-usage-met3 0.0299 \
    hold_buffers 0 \
    rsz0062_at_grt "false" \
    die_y_um 183 \
    hold_viol 0 \
    setup_viol 0 \
    slew_headroom 0.459 \
    use_met2 0.247 \
    drive_gt1_frac 0.0412 \
    grt_pass1_vias 7538 \
    dr.pass1.iters 6 \
    ys_chip_area_um2 9790 \
    postCtsSetupBuffers 0 \
    fin_crit_ns 14.47 \
    worst_ep_arrival_time_ns 10.73 \
    wirelength_um 23400 \
    max_cap_viol_count 0 \
    clkbuf_count 0 \
    netlist_instances 1205 \
    finalClockPeriodUsage 0.774 \
    endpoint_kind "output pin" \
    chip_area_um2 33300 \
    openroad.warnings 75 \
    flops 0 \
    drtAntennaViolNets 0 \
    crit_path_start_kind "input port" \
    wl_per_cell_um 14.2 \
    busiest_layer "met2" \
    post-route-drc-count 0 \
    antennaDiodeCount 0 \
    crit_required_ns 14.96 \
    avgSynthCellArea_um2 8.12 \
    io_buffer_count 64 \
    synth.distinct_cells 46 \
    drt_iter0_drc 522 \
    critPathMaxFanout 23 \
    grtUsageTotal 0.153 \
    gr-total-overflow 0 \
    synth_top_cell_by_area "fa_1" \
    rows 65 \
    layout-area-overhead-vs-synth_pct 11.6 \
    use_met1 0.226 \
    hpwl_um 19700 \
    hp-class "in2out" \
    max_freq_mhz 69.1 \
    ctsResizeCount 0 \
    final_max_slew_viol_count 0 \
    ys_warn_count 2 \
    grt_antenna_before_repair 0 \
    min_from "b[12]" \
    grt_pass1_wl_um 39700 \
    place_congestion 0.885 \
    crit_type "in2out" \
    routed-via-count 7560 \
    top_cell_area_share 0.360 \
    worst_pin_slew_ns 0.809 \
    grt_start_max_net_pins 28 \
    fp_util 0.308 \
    ys_top_cells_by_count "inv_1, fa_1, nor2_1" \
    core_um2 31800 \
    seq_area_um2 0 \
    synth_dominant_cell_count "inv_1" \
    ios 64 \
    fin_tns_setup_ns 0 \
    die_w_um 183 \
    syn-cell-area_um2 9790 \
    yosys-top-cells-area "fa_1, ha_1, xnor2_1, inv_1, nor2_1" \
]
-- logic make-up after synthesis --
family                     count (synthesis)  synth area share
buffers and inverters                    359             0.138
adders and majority gates                262             0.470
and+or+nand+nor                          227            0.0987
AOI/OAI and AO/OA                        197             0.147
xor gates and xnor gates                 144             0.129
muxes                                     16            0.0165
-- worst paths after layout --
kind,cells after the start,slack (ns),end
setup / recovery,22,4.23,product[29]
hold / removal,5,9.25,product[0]
-- critical path: stages --
cell and delay, ns:
clkdlybuf4s50_1 0.47, buf_4 0.30, a21bo_2 0.38, fa_1 0.81, inv_1 0.30, fa_1 0.59, inv_1 0.06, fa_1 0.50
fa_1 0.62, inv_1 0.06, ha_1 0.18, nor2b_1 0.13, o21ai_0 0.30, a21oi_1 0.15, o31ai_1 0.30, o221a_4 0.28
o211ai_2 0.15, a31oi_1 0.27, o21ai_0 0.14, fa_1 0.38, xor2_1 0.14, clkdlybuf4s50_1 0.48
-- through the flow --
| step | hold WS [ns] | util | worst slack, ns | instances | cell area (µm²) |
|---|---|---|---|---|---|
| after floorplan | 7.96 | - | 5.09 | 1205 | 9790 |
| after global placement | 9.28 | 0.343 | 4.22 | 1650 | 10900 |
| after detailed placement | 9.29 | 0.343 | 4.13 | 1650 | 10900 |
| after CTS | 9.29 | 0.343 | 4.13 | 1650 | 10900 |
| after global routing | 9.34 | 0.343 | 3.70 | 1650 | 10900 |
| final | 9.25 | 0.343 | 4.23 | 1650 | 10900 |
-- metal layers --
| metal | up-vias | share of wire |
|---|---|---|
| met2 | 220 | 0.46 |
| li1 | 3745 | - |
| met5 | - | 0 |
| met4 | 0 | 0.0072 |
| met1 | 3577 | 0.46 |
| met3 | 18 | 0.070 |
-- cell usage in the layout, fill, tap and decap left out, types with 2 or more instances in the layout --
master / n
nor2b_1: 8
ha_1: 86
nor3_1: 5
buf_4: 38
a211oi_1: 57
xor2_1: 29
a21oi_1: 36
and3_1: 2
a22oi_1: 15
o22ai_1: 16
clkdlybuf4s50_1: 64
a21o_1: 3
a221o_1: 15
a31oi_1: 2
nor2_1: 158
a22o_1: 15
nand2_1: 33
o221ai_1: 6
nor3b_1: 3
fa_1: 176
nand2b_1: 9
inv_1: 267
mux2i_1: 15
or4_1: 3
xnor2_1: 115
o21bai_1: 7
o21ai_0: 13
-- layout make-up --
type,instances,area (µm²)
fillers,3287,20900
multi-input cells,846,8440
inverters,267,1000
repair buffers,102,926
well taps,435,544
