<file path="/design/flow/config.mk">
export PLATFORM = sky130hd
export DESIGN_NAME = sort_32_u8
export DESIGN_NICKNAME = sort_32_u8
export VERILOG_FILES = /design/flow/design.v
export SDC_FILE = /design/flow/constraint.sdc
export NUM_CORES = 4
export LEC_CHECK = 1
export CORE_UTILIZATION = 40
</file>
<file path="/design/flow/constraint.sdc">
current_design sort_32_u8

set clk_period 26.4
set clk_io_pct 0.2

create_clock -name clk0 -period $clk_period [get_ports {clk}]

set non_clock_inputs [all_inputs -no_clocks]
set_input_delay [expr $clk_period * $clk_io_pct] -clock clk0 $non_clock_inputs
set_output_delay [expr $clk_period * $clk_io_pct] -clock clk0 [all_outputs]
</file>
<file path="/design/flow/design.v">
module sort_32_u8(
    input   clk,
    input   rst_n,
    input   vld_in,
    input   [7:0]   din_0 ,
    input   [7:0]   din_1 ,
    input   [7:0]   din_2 ,
    input   [7:0]   din_3 ,
    input   [7:0]   din_4 ,
    input   [7:0]   din_5 ,
    input   [7:0]   din_6 ,
    input   [7:0]   din_7 ,
    input   [7:0]   din_8 ,
    input   [7:0]   din_9 ,
    input   [7:0]   din_10,
    input   [7:0]   din_11,
    input   [7:0]   din_12,
    input   [7:0]   din_13,
    input   [7:0]   din_14,
    input   [7:0]   din_15,
    input   [7:0]   din_16,
    input   [7:0]   din_17,
    input   [7:0]   din_18,
    input   [7:0]   din_19,
    input   [7:0]   din_20,
    input   [7:0]   din_21,
    input   [7:0]   din_22,
    input   [7:0]   din_23,
    input   [7:0]   din_24,
    input   [7:0]   din_25,
    input   [7:0]   din_26,
    input   [7:0]   din_27,
    input   [7:0]   din_28,
    input   [7:0]   din_29,
    input   [7:0]   din_30,
    input   [7:0]   din_31,
    output  vld_out,
    output  [7:0]   dout_0 ,
    output  [7:0]   dout_1 ,
    output  [7:0]   dout_2 ,
    output  [7:0]   dout_3 ,
    output  [7:0]   dout_4 ,
    output  [7:0]   dout_5 ,
    output  [7:0]   dout_6 ,
    output  [7:0]   dout_7 ,
    output  [7:0]   dout_8 ,
    output  [7:0]   dout_9 ,
    output  [7:0]   dout_10,
    output  [7:0]   dout_11,
    output  [7:0]   dout_12,
    output  [7:0]   dout_13,
    output  [7:0]   dout_14,
    output  [7:0]   dout_15,
    output  [7:0]   dout_16,
    output  [7:0]   dout_17,
    output  [7:0]   dout_18,
    output  [7:0]   dout_19,
    output  [7:0]   dout_20,
    output  [7:0]   dout_21,
    output  [7:0]   dout_22,
    output  [7:0]   dout_23,
    output  [7:0]   dout_24,
    output  [7:0]   dout_25,
    output  [7:0]   dout_26,
    output  [7:0]   dout_27,
    output  [7:0]   dout_28,
    output  [7:0]   dout_29,
    output  [7:0]   dout_30,
    output  [7:0]   dout_31
);
    reg  [7:0]  a   [16:0];
    reg  [7:0]  b   [16:0];
    reg  [7:0]  a_r [16:0];
    reg  [7:0]  b_r [16:0];
    reg  [7:0]  big [16:0];
    reg  [7:0]  lit [16:0];
    reg         oe;
    reg  [3:0]  state_nxt;
    reg  [3:0]  state_cur;
    always @(*) begin
        if(vld_in) begin
            state_nxt = 0;
        end else if(state_cur == 15) begin
            state_nxt = state_cur;
        end else begin
            state_nxt = state_cur + 1;
        end
    end
    always @(posedge clk or negedge rst_n) begin
        if(!rst_n) begin
            state_cur <= 15;
        end
        else begin
            state_cur <= state_nxt;
        end
    end
    always @(posedge clk or negedge rst_n) begin
        if(!rst_n) begin
            oe <= 1'b0;
        end
        else begin
            if(state_nxt == 14) begin
                oe <= 1'b1;
            end else begin
                oe <= 1'b0;
            end
        end
    end
    genvar i;
    generate
        for(i=0;i<16;i=i+1) begin: gen_comparator
            always @(*) begin
                if(a_r[i] > b_r[i]) begin
                    big[i] = a_r[i];
                    lit[i] = b_r[i];
                end
                else begin
                    big[i] = b_r[i];
                    lit[i] = a_r[i];
                end
            end
            always @(posedge clk) begin
                if(state_nxt != 15) begin
                    a_r[i] <= a[i];
                    b_r[i] <= b[i];
                end
            end
        end
    endgenerate
    assign vld_out = oe;
    assign dout_0  = lit[0];  
    assign dout_1  = big[0];  
    assign dout_2  = lit[1];   
    assign dout_3  = big[1];   
    assign dout_4  = lit[2];   
    assign dout_5  = big[2];   
    assign dout_6  = lit[3];   
    assign dout_7  = big[3];   
    assign dout_8  = lit[4];   
    assign dout_9  = big[4];   
    assign dout_10 = lit[5];   
    assign dout_11 = big[5];   
    assign dout_12 = lit[6];   
    assign dout_13 = big[6];   
    assign dout_14 = lit[7];   
    assign dout_15 = big[7];   
    assign dout_16 = lit[8];
    assign dout_17 = big[8];
    assign dout_18 = lit[9];
    assign dout_19 = big[9];
    assign dout_20 = lit[10];
    assign dout_21 = big[10];
    assign dout_22 = lit[11];
    assign dout_23 = big[11];
    assign dout_24 = lit[12];
    assign dout_25 = big[12];
    assign dout_26 = lit[13];
    assign dout_27 = big[13];
    assign dout_28 = lit[14];
    assign dout_29 = big[14];
    assign dout_30 = lit[15];
    assign dout_31 = big[15];
    always @(*) begin
        case(state_nxt)
            4'd0: begin 
                a[0 ] = din_0 ;   b[0 ] = din_16;
                a[1 ] = din_1 ;   b[1 ] = din_17;
                a[2 ] = din_2 ;   b[2 ] = din_18;
                a[3 ] = din_3 ;   b[3 ] = din_19;
                a[4 ] = din_4 ;   b[4 ] = din_20;
                a[5 ] = din_5 ;   b[5 ] = din_21;
                a[6 ] = din_6 ;   b[6 ] = din_22;
                a[7 ] = din_7 ;   b[7 ] = din_23;
                a[8 ] = din_8 ;   b[8 ] = din_24;
                a[9 ] = din_9 ;   b[9 ] = din_25;
                a[10] = din_10;   b[10] = din_26;
                a[11] = din_11;   b[11] = din_27;
                a[12] = din_12;   b[12] = din_28;
                a[13] = din_13;   b[13] = din_29;
                a[14] = din_14;   b[14] = din_30;
                a[15] = din_15;   b[15] = din_31;
            end
            4'd1: begin
                a[0 ] = lit[ 0];   b[0 ] = big[ 1];
                a[1 ] = big[ 0];   b[1 ] = lit[ 1];
                a[2 ] = lit[ 2];   b[2 ] = big[ 3];
                a[3 ] = big[ 2];   b[3 ] = lit[ 3];
                a[4 ] = lit[ 4];   b[4 ] = big[ 5];
                a[5 ] = big[ 4];   b[5 ] = lit[ 5];
                a[6 ] = lit[ 6];   b[6 ] = big[ 7];
                a[7 ] = big[ 6];   b[7 ] = lit[ 7];
                a[8 ] = lit[ 8];   b[8 ] = big[ 9];
                a[9 ] = big[ 8];   b[9 ] = lit[ 9];
                a[10] = lit[10];   b[10] = big[11];
                a[11] = big[10];   b[11] = lit[11];
                a[12] = lit[12];   b[12] = big[13];
                a[13] = big[12];   b[13] = lit[13];
                a[14] = lit[14];   b[14] = big[15];
                a[15] = big[14];   b[15] = lit[15];
            end
            4'd2: begin
                a[0 ] = lit[ 0];   b[0 ] = lit[ 1];
                a[1 ] = big[ 0];   b[1 ] = big[ 1];
                a[2 ] = big[ 2];   b[2 ] = big[ 3];
                a[3 ] = lit[ 2];   b[3 ] = lit[ 3];
                a[4 ] = lit[ 4];   b[4 ] = lit[ 5];
                a[5 ] = big[ 4];   b[5 ] = big[ 5];
                a[6 ] = big[ 6];   b[6 ] = big[ 7];
                a[7 ] = lit[ 6];   b[7 ] = lit[ 7];
                a[8 ] = lit[ 8];   b[8 ] = lit[ 9];
                a[9 ] = big[ 8];   b[9 ] = big[ 9];
                a[10] = big[10];   b[10] = big[11];
                a[11] = lit[10];   b[11] = lit[11];
                a[12] = lit[12];   b[12] = lit[13];
                a[13] = big[12];   b[13] = big[13];
                a[14] = big[14];   b[14] = big[15];
                a[15] = lit[14];   b[15] = lit[15];
            end
            4'd3: begin
                a[0 ] = lit[ 0];   b[0 ] = big[ 2];
                a[1 ] = big[ 0];   b[1 ] = lit[ 2];
                a[2 ] = lit[ 1];   b[2 ] = big[ 3];
                a[3 ] = big[ 1];   b[3 ] = lit[ 3];
                a[4 ] = lit[ 4];   b[4 ] = big[ 6];
                a[5 ] = big[ 4];   b[5 ] = lit[ 6];
                a[6 ] = lit[ 5];   b[6 ] = big[ 7];
                a[7 ] = big[ 5];   b[7 ] = lit[ 7];
                a[8 ] = lit[ 8];   b[8 ] = big[10];
                a[9 ] = big[ 8];   b[9 ] = lit[10];
                a[10] = lit[ 9];   b[10] = big[11];
                a[11] = big[ 9];   b[11] = lit[11];
                a[12] = lit[12];   b[12] = big[14];
                a[13] = big[12];   b[13] = lit[14];
                a[14] = lit[13];   b[14] = big[15];
                a[15] = big[13];   b[15] = lit[15];
            end
            4'd4: begin
                a[0 ] = lit[ 0];   b[0 ] = lit[ 2];
                a[1 ] = lit[ 1];   b[1 ] = lit[ 3];
                a[2 ] = big[ 0];   b[2 ] = big[ 2];
                a[3 ] = big[ 1];   b[3 ] = big[ 3];
                a[4 ] = big[ 4];   b[4 ] = big[ 6];
                a[5 ] = big[ 5];   b[5 ] = big[ 7];
                a[6 ] = lit[ 4];   b[6 ] = lit[ 6];
                a[7 ] = lit[ 5];   b[7 ] = lit[ 7];
                a[8 ] = lit[ 8];   b[8 ] = lit[10];
                a[9 ] = lit[ 9];   b[9 ] = lit[11];
                a[10] = big[ 8];   b[10] = big[10];
                a[11] = big[ 9];   b[11] = big[11];
                a[12] = big[12];   b[12] = big[14];
                a[13] = big[13];   b[13] = big[15];
                a[14] = lit[12];   b[14] = lit[14];
                a[15] = lit[13];   b[15] = lit[15];
            end
            4'd5: begin
                a[0 ] = lit[ 0];   b[0 ] = lit[ 1];
                a[1 ] = big[ 0];   b[1 ] = big[ 1];
                a[2 ] = lit[ 2];   b[2 ] = lit[ 3];
                a[3 ] = big[ 2];   b[3 ] = big[ 3];
                a[4 ] = big[ 4];   b[4 ] = big[ 5];
                a[5 ] = lit[ 4];   b[5 ] = lit[ 5];
                a[6 ] = big[ 6];   b[6 ] = big[ 7];
                a[7 ] = lit[ 6];   b[7 ] = lit[ 7];
                a[8 ] = lit[ 8];   b[8 ] = lit[ 9];
                a[9 ] = big[ 8];   b[9 ] = big[ 9];
                a[10] = lit[10];   b[10] = lit[11];
                a[11] = big[10];   b[11] = big[11];
                a[12] = big[12];   b[12] = big[13];
                a[13] = lit[12];   b[13] = lit[13];
                a[14] = big[14];   b[14] = big[15];
                a[15] = lit[14];   b[15] = lit[15];
            end
            4'd6: begin
                a[0 ] = lit[ 0];   b[0 ] = big[ 4];
                a[1 ] = big[ 0];   b[1 ] = lit[ 4];
                a[2 ] = lit[ 1];   b[2 ] = big[ 5];
                a[3 ] = big[ 1];   b[3 ] = lit[ 5];
                a[4 ] = lit[ 2];   b[4 ] = big[ 6];
                a[5 ] = big[ 2];   b[5 ] = lit[ 6];
                a[6 ] = lit[ 3];   b[6 ] = big[ 7];
                a[7 ] = big[ 3];   b[7 ] = lit[ 7];
                a[8 ] = lit[ 8];   b[8 ] = big[12];
                a[9 ] = big[ 8];   b[9 ] = lit[12];
                a[10] = lit[ 9];   b[10] = big[13];
                a[11] = big[ 9];   b[11] = lit[13];
                a[12] = lit[10];   b[12] = big[14];
                a[13] = big[10];   b[13] = lit[14];
                a[14] = lit[11];   b[14] = big[15];
                a[15] = big[11];   b[15] = lit[15];
            end
            4'd7: begin
                a[0 ] = lit[ 0];   b[0 ] = lit[ 4];
                a[1 ] = lit[ 1];   b[1 ] = lit[ 5];
                a[2 ] = lit[ 2];   b[2 ] = lit[ 6];
                a[3 ] = lit[ 3];   b[3 ] = lit[ 7];
                a[4 ] = big[ 0];   b[4 ] = big[ 4];
                a[5 ] = big[ 1];   b[5 ] = big[ 5];
                a[6 ] = big[ 2];   b[6 ] = big[ 6];
                a[7 ] = big[ 3];   b[7 ] = big[ 7];
                a[8 ] = big[ 8];   b[8 ] = big[12];
                a[9 ] = big[ 9];   b[9 ] = big[13];
                a[10] = big[10];   b[10] = big[14];
                a[11] = big[11];   b[11] = big[15];
                a[12] = lit[ 8];   b[12] = lit[12];
                a[13] = lit[ 9];   b[13] = lit[13];
                a[14] = lit[10];   b[14] = lit[14];
                a[15] = lit[11];   b[15] = lit[15];
            end
            4'd8: begin
                a[0 ] = lit[ 0];   b[0 ] = lit[ 2];
                a[1 ] = lit[ 1];   b[1 ] = lit[ 3];
                a[2 ] = big[ 0];   b[2 ] = big[ 2];
                a[3 ] = big[ 1];   b[3 ] = big[ 3];
                a[4 ] = lit[ 4];   b[4 ] = lit[ 6];
                a[5 ] = lit[ 5];   b[5 ] = lit[ 7];
                a[6 ] = big[ 4];   b[6 ] = big[ 6];
                a[7 ] = big[ 5];   b[7 ] = big[ 7];
                a[8 ] = big[ 8];   b[8 ] = big[10];
                a[9 ] = big[ 9];   b[9 ] = big[11];
                a[10] = lit[ 8];   b[10] = lit[10];
                a[11] = lit[ 9];   b[11] = lit[11];
                a[12] = big[12];   b[12] = big[14];
                a[13] = big[13];   b[13] = big[15];
                a[14] = lit[12];   b[14] = lit[14];
                a[15] = lit[13];   b[15] = lit[15];   
            end
            4'd9: begin
                a[0 ] = lit[ 0];   b[0 ] = lit[ 1];
                a[1 ] = big[ 0];   b[1 ] = big[ 1];
                a[2 ] = lit[ 2];   b[2 ] = lit[ 3];
                a[3 ] = big[ 2];   b[3 ] = big[ 3];
                a[4 ] = lit[ 4];   b[4 ] = lit[ 5];
                a[5 ] = big[ 4];   b[5 ] = big[ 5];
                a[6 ] = lit[ 6];   b[6 ] = lit[ 7];
                a[7 ] = big[ 6];   b[7 ] = big[ 7];
                a[8 ] = big[ 8];   b[8 ] = big[ 9];
                a[9 ] = lit[ 8];   b[9 ] = lit[ 9];
                a[10] = big[10];   b[10] = big[11];
                a[11] = lit[10];   b[11] = lit[11];
                a[12] = big[12];   b[12] = big[13];
                a[13] = lit[12];   b[13] = lit[13];
                a[14] = big[14];   b[14] = big[15];
                a[15] = lit[14];   b[15] = lit[15];            
            end
            4'd10: begin
                a[0 ] = lit[ 0];   b[0 ] = big[ 8];
                a[1 ] = big[ 0];   b[1 ] = lit[ 8];
                a[2 ] = lit[ 1];   b[2 ] = big[ 9];
                a[3 ] = big[ 1];   b[3 ] = lit[ 9];
                a[4 ] = lit[ 2];   b[4 ] = big[10];
                a[5 ] = big[ 2];   b[5 ] = lit[10];
                a[6 ] = lit[ 3];   b[6 ] = big[11];
                a[7 ] = big[ 3];   b[7 ] = lit[11];
                a[8 ] = lit[ 4];   b[8 ] = big[12];
                a[9 ] = big[ 4];   b[9 ] = lit[12];
                a[10] = lit[ 5];   b[10] = big[13];
                a[11] = big[ 5];   b[11] = lit[13];
                a[12] = lit[ 6];   b[12] = big[14];
                a[13] = big[ 6];   b[13] = lit[14];
                a[14] = lit[ 7];   b[14] = big[15];
                a[15] = big[ 7];   b[15] = lit[15];                    
            end
            4'd11: begin
                a[0 ] = lit[ 0];   b[0 ] = lit[ 8];
                a[1 ] = lit[ 1];   b[1 ] = lit[ 9];
                a[2 ] = lit[ 2];   b[2 ] = lit[10];
                a[3 ] = lit[ 3];   b[3 ] = lit[11];
                a[4 ] = lit[ 4];   b[4 ] = lit[12];
                a[5 ] = lit[ 5];   b[5 ] = lit[13];
                a[6 ] = lit[ 6];   b[6 ] = lit[14];
                a[7 ] = lit[ 7];   b[7 ] = lit[15];
                a[8 ] = big[ 0];   b[8 ] = big[ 8];
                a[9 ] = big[ 1];   b[9 ] = big[ 9];
                a[10] = big[ 2];   b[10] = big[10];
                a[11] = big[ 3];   b[11] = big[11];
                a[12] = big[ 4];   b[12] = big[12];
                a[13] = big[ 5];   b[13] = big[13];
                a[14] = big[ 6];   b[14] = big[14];
                a[15] = big[ 7];   b[15] = big[15];                
            end
            4'd12: begin
                a[0 ] = lit[ 0];   b[0 ] = lit[ 4];
                a[1 ] = lit[ 1];   b[1 ] = lit[ 5];
                a[2 ] = lit[ 2];   b[2 ] = lit[ 6];
                a[3 ] = lit[ 3];   b[3 ] = lit[ 7];
                a[4 ] = big[ 0];   b[4 ] = big[ 4];
                a[5 ] = big[ 1];   b[5 ] = big[ 5];
                a[6 ] = big[ 2];   b[6 ] = big[ 6];
                a[7 ] = big[ 3];   b[7 ] = big[ 7];
                a[8 ] = lit[ 8];   b[8 ] = lit[12];
                a[9 ] = lit[ 9];   b[9 ] = lit[13];
                a[10] = lit[10];   b[10] = lit[14];
                a[11] = lit[11];   b[11] = lit[15];
                a[12] = big[ 8];   b[12] = big[12];
                a[13] = big[ 9];   b[13] = big[13];
                a[14] = big[10];   b[14] = big[14];
                a[15] = big[11];   b[15] = big[15];                
            end
            4'd13: begin
                a[0 ] = lit[ 0];   b[0 ] = lit[ 2];
                a[1 ] = lit[ 1];   b[1 ] = lit[ 3];
                a[2 ] = big[ 0];   b[2 ] = big[ 2];
                a[3 ] = big[ 1];   b[3 ] = big[ 3];
                a[4 ] = lit[ 4];   b[4 ] = lit[ 6];
                a[5 ] = lit[ 5];   b[5 ] = lit[ 7];
                a[6 ] = big[ 4];   b[6 ] = big[ 6];
                a[7 ] = big[ 5];   b[7 ] = big[ 7];
                a[8 ] = lit[ 8];   b[8 ] = lit[10];
                a[9 ] = lit[ 9];   b[9 ] = lit[11];
                a[10] = big[ 8];   b[10] = big[10];
                a[11] = big[ 9];   b[11] = big[11];
                a[12] = lit[12];   b[12] = lit[14];
                a[13] = lit[13];   b[13] = lit[15];
                a[14] = big[12];   b[14] = big[14];
                a[15] = big[13];   b[15] = big[15];                   
            end
            4'd14: begin
                a[0 ] = lit[ 0];   b[0 ] = lit[ 1];
                a[1 ] = big[ 0];   b[1 ] = big[ 1];
                a[2 ] = lit[ 2];   b[2 ] = lit[ 3];
                a[3 ] = big[ 2];   b[3 ] = big[ 3];
                a[4 ] = lit[ 4];   b[4 ] = lit[ 5];
                a[5 ] = big[ 4];   b[5 ] = big[ 5];
                a[6 ] = lit[ 6];   b[6 ] = lit[ 7];
                a[7 ] = big[ 6];   b[7 ] = big[ 7];
                a[8 ] = lit[ 8];   b[8 ] = lit[ 9];
                a[9 ] = big[ 8];   b[9 ] = big[ 9];
                a[10] = lit[10];   b[10] = lit[11];
                a[11] = big[10];   b[11] = big[11];
                a[12] = lit[12];   b[12] = lit[13];
                a[13] = big[12];   b[13] = big[13];
                a[14] = lit[14];   b[14] = lit[15];
                a[15] = big[14];   b[15] = big[15];                 
            end
        endcase
    end
endmodule
</file>
<file path="/design/flow/run.sh">
#!/bin/bash
# OpenROAD 26Q1-2900-gdf79404cd8, Yosys 0.63+post, stock flow scripts
make -C /OpenROAD-flow-scripts/flow DESIGN_CONFIG=/design/flow/config.mk WORK_HOME=/design/flow/orfs finish
</file>
==> impl_metrics.env <==
# source this file to load flow results
export IMPL_io_pins=516
export IMPL_finalCriticalPeriod_ps=9680
export IMPL_iter_0_drt_violations=6478
export IMPL_worst_path_class_setup="register to primary output"
export IMPL_drt_antenna_violating_nets=0
export IMPL_hp_class="register to register"
export IMPL_postSynthAreaPerCell_um2=9.61
export IMPL_postSynthRegisterBits=517
export IMPL_final_max_slew_viol_count=0
export IMPL_rr_worst_depth=9
export IMPL_routed_via_count=33300
export IMPL_rsz0062_at_grt="false"
export IMPL_cts_resized=0
export IMPL_die_width_um=269
export IMPL_ff_type="edfxtp_1"
export IMPL_htreeDepth=2
export IMPL_report_final_hold_viol_count=0
export IMPL_fraction_of_registers_with_async_set_reset_pct=0.967
export IMPL_path_cells="ha_1 -> nor2b_1 -> o211ai_1 -> a21oi_1 -> o32ai_2 -> buf_4 -> mux2i_1 -> inv_1 -> clkdlybuf4s50_1"
export IMPL_flow_area_growth_from_synthesis_pct=28.5
export IMPL_synth_largest_area_cell="edfxtp_1"
export IMPL_grt_pass1_vias=32300
export IMPL_yosys_stat_area_um2=28500
export IMPL_drtPass1Iterations=14
export IMPL_max_freq_ghz=0.103
export IMPL_share_of_final_layout_standard_cells_stronger_than_drive_strength_1_pct=12.2
export IMPL_timing_slew_headroom_pct=9.36
export IMPL_core_util_floorplan_pct=40.6
export IMPL_synthCells=2970
export IMPL_postCtsSetupBuffers=0
export IMPL_yosysTopAreaCellShare_pct=26.9
export IMPL_holdPathStages=3
export IMPL_yosysCellCount=2970
export IMPL_fin_tns_setup_ps=0
export IMPL_routed_wl_um=194000
export IMPL_edf_count=256
export IMPL_stage_log_warnings=28
export IMPL_worst_path_largest_cell_delay_ps=780
export IMPL_post_dp_hpwl_um=142000
export IMPL_period_used_pct=36.7
export IMPL_power_density_nw_per_um2=35.5
export IMPL_holdPathEnd="state_cur[2]"
export IMPL_cts_inserted_buffers=37
export IMPL_cts_path_max_buffers=3
export IMPL_ctsRootBufferMaster="clkbuf_16"
export IMPL_status="finished, final reports clean"
export IMPL_crit_path_end_kind="primary output"
export IMPL_number_of_antenna_violations_at_the_first_check_in_global_routing=20
export IMPL_critical_path_peak_fanout=10
export IMPL_rr_startpoint="state_cur[0]"
export IMPL_max_cap_violations=0
export IMPL_numPortBuffers=515
export IMPL_grt_first_pass_wirelength_um=260000
export IMPL_hold_path_startpoint="state_cur[2]"
export IMPL_unconstrained_endpoints=512
export IMPL_worstReg2RegEnd="a_r[4][5]"
export IMPL_dpl_cell_area_um2=35500
export IMPL_final_number_of_setup_violating_endpoints=0
export IMPL_syn_area_um2=28500
export IMPL_synthTopCellsByArea="edfxtp_1, dlxtn_1, a222oi_1"
export IMPL_critical_path_required_ps=21120
export IMPL_worst_endpoint_arrival_ps=4400
export IMPL_yosys_warnings=7
export IMPL_vdd_ir_drop_max_mv=0.0413
export IMPL_p_leak_nw=15.3
export IMPL_core_region_um2=70300
export IMPL_grt_start_max_net_pins=150
export IMPL_number_of_register_pins_that_no_clock_reaches=256
export IMPL_tritoncts_clock_tree="built"
export IMPL_timing_worst_slew_pin_value_ps=1320
export IMPL_cts_clk_slew_worst_paths_ps=60
export IMPL_cp_slowest_cell="mux2i_1"
export IMPL_clkLatencyLatePin_ps=580
export IMPL_timing_reg2reg_setup_slack_ps=21650
export IMPL_synth_distinct_cells=95
export IMPL_gr_total_overflow=0
export IMPL_gr_usage_all_layers_pct=54.2
export IMPL_die_h_um=269
export IMPL_cp_start_kind="register"
export IMPL_drc=0
export IMPL_finalWeightedCongestion=1.13
export IMPL_holdBufCountCts=0
export IMPL_avgViaCountPerCell=7.41
export IMPL_wire_per_inst_um=43.1
export IMPL_number_of_rows_created_at_floorplan=97
export IMPL_post_route_cell_area_um2=36700
export IMPL_worst_clock_skew_ps=18.5
export IMPL_die_area_um2=72400
export IMPL_power_total_mw=1.30
==> synth_stat cells, types with 54 or more instances <==
| cell type | n |
|---|---|
| buf_2 | 86 |
| nand3_1 | 54 |
| o21ai_0 | 73 |
| a222oi_1 | 182 |
| nor2_1 | 157 |
| clkbuf_1 | 62 |
| a21oi_1 | 120 |
| ha_1 | 129 |
| inv_1 | 283 |
| mux2i_1 | 140 |
| a22oi_1 | 107 |
| dlxtn_1 | 256 |
| nand2_1 | 223 |
| a221oi_1 | 99 |
| edfxtp_1 | 256 |
| o221ai_1 | 54 |
| o22ai_1 | 138 |
| mux2_2 | 105 |
==> critical path, delay by kind of cell, from the launching register on <==
family / cells / cell delay (ps)
DFF: 1 / 400
AOI/OAI and AO/OA: 3 / 880
adders and majority gates: 1 / 330
buffers and inverters: 3 / 1290
and+or+nand+nor: 1 / 130
muxes: 1 / 780
==> metrics by stage <==
step / cells / setup slack, ps / hold slack, ps / utilization (%)
floorplan: 2970 / 3260 / 771 / -
global placement: 4418 / 17330 / 955 / 50.5
detailed placement: 4418 / 17250 / 977 / 50.5
CTS: 4485 / 16880 / 993 / 52.2
global route: 4485 / 16640 / 1080 / 52.2
finish: 4494 / 16720 / 1010 / 52.2
==> worst max-delay path by stage <==
stage                      from    endpoint  slack, ps  cells after the start
final                 a_r[3][1]   dout_7[3]      16720                      9
after global routing  a_r[9][1]  dout_19[7]      16640                      9
after CTS             a_r[9][1]  dout_19[7]      16880                      9
==> metal layers <==
layer,part of all wire (%),vias to the layer above,GRT usage [%]
met5,0.49,-,8.03
met4,7.9,45,30.0
met3,20,981,42.0
met2,37,3559,67.0
met1,34,15800,66.0
li1,-,12900,-
==> placed cells by master (no fill, tap or decap), types with 8 or more instances in the layout <==
| master | Yosys | routed |
|---|---|---|
| clkdlybuf4s50_1 | 0 | 515 |
| inv_1 | 283 | 282 |
| dlxtn_1 | 256 | 256 |
| edfxtp_1 | 256 | 256 |
| nand2_1 | 223 | 222 |
| a222oi_1 | 182 | 182 |
| buf_4 | 11 | 171 |
| nor2_1 | 157 | 152 |
| o22ai_1 | 138 | 134 |
| mux2i_1 | 140 | 133 |
| ha_1 | 129 | 129 |
| a21oi_1 | 120 | 119 |
| a22oi_1 | 107 | 107 |
| mux2_2 | 105 | 105 |
| a221oi_1 | 99 | 99 |
| o21ai_0 | 73 | 71 |
| o221ai_1 | 54 | 54 |
| nand3_1 | 54 | 53 |
| o211ai_1 | 48 | 48 |
| clkbuf_16 | 0 | 39 |
| nand4_1 | 36 | 36 |
| a31oi_1 | 35 | 35 |
| a211oi_1 | 32 | 32 |
| nor2b_1 | 22 | 22 |
| o21ai_1 | 19 | 19 |
| nor2_4 | 9 | 12 |
| a2111oi_0 | 12 | 12 |
| a22o_1 | 11 | 11 |
| a221o_1 | 11 | 11 |
| clkinv_1 | 1 | 10 |
| diode_2 | 0 | 9 |
| o2bb2ai_1 | 9 | 9 |
| nor2_2 | 7 | 9 |
| o2111ai_1 | 9 | 9 |
| mux2i_2 | 1 | 8 |
==> sequential cells by signal (all words and copies together) (netlist names) <==
register   flops
b_r          128
state_cur      4
a            128
b            128
a_r          128
oe             1
==> power breakdown <==
group,switching (mW),internal [mW]
sequential,0.00159,0.464
combinational,0.213,0.117
clock,0.217,0.289
==> kinds of logic after synthesis <==
group                    after synthesis  synth area share [%]
XOR/XNOR                               3                0.0921
multiplexers                         250                  9.39
latches                              256                  13.5
buffers and inverters                467                  6.78
adder cells (fa/ha/maj)              129                  5.65
AND/OR/NAND/NOR                      582                  9.81
AND-OR/OR-AND                       1022                  27.4
flip-flops                           261                  27.4
==> cell type report <==
class / count / area [um2]
inverter: 288 / 1100
multi-input combinational: 1986 / 15100
clock inverter: 25 / 193
clock buffer: 42 / 987
antenna: 9 / 22.5
sequential: 517 / 11700
fill: 6125 / 33600
timing repair buffer: 687 / 6460
tap: 940 / 1180
No activity file was given, so power comes from the tool's default toggle rates.
