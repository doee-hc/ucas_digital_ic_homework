File: design/flow/run.sh
#!/bin/bash
# OpenROAD 26Q1-2900-gdf79404cd8, Yosys 0.63+post, stock flow scripts
make -C /OpenROAD-flow-scripts/flow DESIGN_CONFIG=/design/flow/config.mk WORK_HOME=/design/flow/orfs finish
File: design/flow/config.mk
export PLATFORM = sky130hd
export DESIGN_NAME = mat_scan
export DESIGN_NICKNAME = mat_scan
export VERILOG_FILES = /design/flow/design.v
export SDC_FILE = /design/flow/constraint.sdc
export NUM_CORES = 4
export LEC_CHECK = 1
export CORE_UTILIZATION = 40
File: design/flow/constraint.sdc
current_design mat_scan

set clk_period 9.3
set clk_io_pct 0.2

create_clock -name clk0 -period $clk_period [get_ports {clk}]

set non_clock_inputs [all_inputs -no_clocks]
set_input_delay [expr $clk_period * $clk_io_pct] -clock clk0 $non_clock_inputs
set_output_delay [expr $clk_period * $clk_io_pct] -clock clk0 [all_outputs]
File: design/flow/design.v
module TPRAM (
    input clk,
    input wea,                   
    input reb,                   
    input [4:0] addra,           
    input [4:0] addrb,           
    input [9:0] data_i_a,       
    output reg [9:0] data_o_b  
);
reg [9:0] RAM [26:0];          
always @(posedge clk) begin      
    if(wea) begin
        RAM[addra] <= data_i_a;
    end
end
always @(posedge clk) begin     
    if(reb) begin
        data_o_b <= RAM[addrb];
    end
end
endmodule
module mat_scan(
    input           clk,
    input           rst_n,
    input           vld_in,
    input   [9:0]   din,
    output  reg         vld_out,
    output  reg [9:0]   dout
);
    wire [4:0] zigzag_seq[62:0];
    assign zigzag_seq[0 ] = 5'd1 -1;
    assign zigzag_seq[1 ] = 5'd2 -1;
    assign zigzag_seq[2 ] = 5'd9 -1;
    assign zigzag_seq[3 ] = 5'd17-1;
    assign zigzag_seq[4 ] = 5'd10-1;
    assign zigzag_seq[5 ] = 5'd3 -1;
    assign zigzag_seq[6 ] = 5'd4 -1;
    assign zigzag_seq[7 ] = 5'd11-1;
    assign zigzag_seq[8 ] = 5'd18-1;
    assign zigzag_seq[9 ] = 5'd25-1;
    assign zigzag_seq[10] = 5'd3 -1;
    assign zigzag_seq[11] = 5'd26-1;
    assign zigzag_seq[12] = 5'd19-1;
    assign zigzag_seq[13] = 5'd12-1;
    assign zigzag_seq[14] = 5'd5 -1;
    assign zigzag_seq[15] = 5'd6 -1;
    assign zigzag_seq[16] = 5'd13-1;
    assign zigzag_seq[17] = 5'd20-1;
    assign zigzag_seq[18] = 5'd27-1;
    assign zigzag_seq[19] = 5'd4 -1;
    assign zigzag_seq[20] = 5'd12-1;
    assign zigzag_seq[21] = 5'd5 -1;
    assign zigzag_seq[22] = 5'd11-1;
    assign zigzag_seq[23] = 5'd1 -1;
    assign zigzag_seq[24] = 5'd21-1;
    assign zigzag_seq[25] = 5'd14-1;
    assign zigzag_seq[26] = 5'd7 -1;
    assign zigzag_seq[27] = 5'd8 -1;
    assign zigzag_seq[28] = 5'd15-1;
    assign zigzag_seq[29] = 5'd22-1;
    assign zigzag_seq[30] = 5'd2 -1;
    assign zigzag_seq[31] = 5'd18-1;
    assign zigzag_seq[32] = 5'd6 -1;
    assign zigzag_seq[33] = 5'd5 -1;
    assign zigzag_seq[34] = 5'd15-1;
    assign zigzag_seq[35] = 5'd22-1;
    assign zigzag_seq[36] = 5'd11-1;
    assign zigzag_seq[37] = 5'd13-1;
    assign zigzag_seq[38] = 5'd25-1;
    assign zigzag_seq[39] = 5'd9 -1;
    assign zigzag_seq[40] = 5'd23-1;
    assign zigzag_seq[41] = 5'd16-1;
    assign zigzag_seq[42] = 5'd24-1;
    assign zigzag_seq[43] = 5'd17-1;
    assign zigzag_seq[44] = 5'd3 -1;
    assign zigzag_seq[45] = 5'd20-1;
    assign zigzag_seq[46] = 5'd1 -1;
    assign zigzag_seq[47] = 5'd2 -1;
    assign zigzag_seq[48] = 5'd18-1;
    assign zigzag_seq[49] = 5'd21-1;
    assign zigzag_seq[50] = 5'd27-1;
    assign zigzag_seq[51] = 5'd26-1;
    assign zigzag_seq[52] = 5'd10-1;
    assign zigzag_seq[53] = 5'd19-1;
    assign zigzag_seq[54] = 5'd4 -1;
    assign zigzag_seq[55] = 5'd14-1;
    assign zigzag_seq[56] = 5'd6 -1;
    assign zigzag_seq[57] = 5'd5 -1;
    assign zigzag_seq[58] = 5'd7 -1;
    assign zigzag_seq[59] = 5'd12-1;
    assign zigzag_seq[60] = 5'd8 -1;
    assign zigzag_seq[61] = 5'd15-1;
    assign zigzag_seq[62] = 5'd22-1;
    reg [6:0] state_cur;
    reg [6:0] state_nxt;
    reg             we;
    reg             re;
    reg             re_r;
    reg     [4:0]   wr_addr;
    wire    [4:0]   rd_addr;
    reg     [9:0]   wr_data;
    reg     [9:0]   wr_data_r;
    reg     [9:0]   rd_data;
    assign rd_addr = wr_addr;
    TPRAM u_ram_8_27(
        .clk        (clk        ),
        .wea        (we         ),
        .reb        (re         ),
        .addra      (wr_addr    ),
        .addrb      (rd_addr    ),
        .data_i_a   (wr_data    ),
        .data_o_b   (rd_data    )
    );
    always @(*) begin
        if(state_cur == 91) begin
            state_nxt = 0;
        end else if(vld_in | state_cur > 63) begin
            state_nxt = state_cur + 1;
        end else begin
            state_nxt = state_cur;
        end
    end
    always @(posedge clk or negedge rst_n) begin
        if(!rst_n) begin
            state_cur <= 0;
        end
        else begin
            state_cur <= state_nxt;
        end
    end
    always @(posedge clk or negedge rst_n) begin
        if(!rst_n) begin
            we <= 1'b0;
            re <= 1'b0;
        end
        else begin
            we <= 1'b0;
            re <= 1'b0;
            if(state_nxt != 0) begin
                if(state_cur < 27) begin
                    wr_addr <= state_cur;
                    we      <= 1'b1;
                    wr_data <= din;
                end else if(state_cur < 48) begin
                    wr_addr <= zigzag_seq[state_cur-27];
                    we      <= 1'b1;
                    wr_data <= din;
                    re      <= 1'b1;
                end else if(state_cur != 48) begin
                    wr_addr <= zigzag_seq[state_cur-28];
                    we      <= 1'b1;
                    wr_data <= din;
                    re      <= 1'b1;
                end else begin
                    wr_data <= din;
                end
            end
        end
    end
    always @(posedge clk or negedge rst_n) begin
        if(!rst_n) begin
            re_r <= 1'b0;
        end
        else begin
            re_r <= re;
            wr_data_r <= wr_data;
        end
    end
    always @(*) begin
        if(state_cur == 50) begin
            dout = wr_data_r;
            vld_out = 1'b1;
        end else begin
            dout = rd_data;
            vld_out = re_r;
        end
    end
endmodule
==> results.txt <==
Purpose: to document the outcome of synthesis and place and route.

Hold path
Counting instances, the worst hold path has a depth of 0. The kind of path behind the tightest hold check is reg2reg.

Final timing
The transition time at the pin with the least slew margin is 888 ps. Dividing the final minimum period by the clock period gives around 55%. The final-layout setup total negative slack is 0 ps. Setup violations remaining at the end of the flow were counted as 0. Setup repair after global routing left no endpoint under its margin. The post-layout worst setup margin is 4230 ps. The highest clock rate is 197 MHz. The final timing report derives a shortest allowable period of 5070 ps. The clock tree skew after final layout is 20.1 ps. Endpoints failing hold in the final report were tallied at 0. Pins over their slew limit in the final report were tallied at 0. The normalized max-slew margin is 40.4%.

Route
The detailed-route DRC error count is 0. The routed design shows a via density per instance of 5.86. The DRC marker count from the first detailed-route iteration is 761. The via count is 8607.

For this block, the routed nets add up to 34800 um of wire. The number of optimization iterations in the first detailed-route pass is 5. The post-detailed-route count of antenna-violating nets is 0. The script logs the mean routed wire length per placed instance as 23.7 um. The repair_antennas step left the layout with diodes totalling 0.

Clock tree
The insertion delay at the late pin of the worst-skew pair is 570 ps. The number of gates resized after CTS was 0. The quantity of hold-fixing buffers added after cts is 0.

Counting the buffers created by CTS gives 31. The CTS tree is done. The clock-pin slew on the worst setup and hold paths is 70 ps.

Per the CTS log, the maximum H-tree level is 1. In this run the post-CTS setup repair buffer count came out at 0. The clock tree has to reach between 300 and 400 sinks. The buffer cell driving the clock tree root is clkbuf_16. The deepest clock path buffer count is 3.

Yosys
The total cells reported by yosys after synthesis is 937. The share of the synthesized area in the top cell type is 63.7%. The number of synthesized flops with an enable pin is 305. By area the synthesized netlist is led by edfxtp_1 (64%), mux4_2 (9.5%), dfrtp_1 (1.7%), mux2i_1 (1.7%), nor2_1 (1.6%).

The cell area after technology mapping is 14400 um2. Synthesis instantiated 87 different standard cells from the library. Yosys reported that registers with async set or reset make up 3.17%. Averaged over all synthesized cells, the footprint is 15.4 um2. The most instantiated flip-flop cell in the synthesis netlist is edfxtp_1.

Per Yosys stat, the portion of area used by sequential elements is 65.4%. The chip area estimate from yosys synthesis is 14400 um2. The number of flip-flops and latches in the synthesized netlist is 315.

The Yosys step of the flow raised 2 warnings. Sorting the Yosys area breakdown by cell type puts at the top edfxtp_1. The number of instances in the synthesized netlist is 937.

Setup path
The required time of the critical path is 7440 ps. The data arrival time at the worst-slack endpoint is approximately 3200 ps. Measured in cells, the most critical reg-to-reg path has a length of 10.

The capturing element type of the critical path is a primary output. STA classifies the critical path startpoint as a flip-flop. The largest fanout on the critical path is 19. The critical path class is reg2out.

Placed design
The post-placement worst setup slack is 4430 ps. RePlAce ended its routability-driven mode at a weighted congestion of approximately 0.93. The count of buffers inserted at the top-level ports is 23.

The post-detailed-placement half-perimeter wirelength is 22100 um.

Pwr
The clock network is responsible for between 20% and 30% of the overall power. Across the VDD grid, the largest voltage drop is 206 uV. The switching part of the total power is 38.3%. The share of total power dissipated in sequential elements is 34.1%.

The leakage power is ~5.3 nW. Per the OpenROAD power report, switching power amounts to around 0.0021 W. The combinational cell fraction of total power is roughly 45%.

The internal power of the cells totals 0.00340 W. The final total power is 0.00552 W. The power density over the cells is 340 nW/um2.

Run
Warnings raised by the tools during the run amount to 29. The total of max-cap violations is 0.

Floorplan
Per the OpenROAD floorplan log, the area of the core is 35500 um2. The die footprint is 36700 um2. From left edge to right edge, the die measures around 190 um. The height of the die is 192 um. The effective utilization at floorplan is 40.5%. In this run the core area contains between 60 and 70 standard-cell rows. In this run the count of I/O pins placed on the die edge is 24.

Outcome
The flow ran to the end, and the final reports show no timing, DRC or antenna violations.

Global routing
The met1 global-route usage is about a third. For this run, global-route usage on met2 was measured as 30.8%. The first global-routing pass estimated about 53000 um of wire. The maximum number of pins on one net before global-route repair is 75. The number of antenna violations at the first check in global routing is 0.

For met3 alone, demand over resource in global routing was under 10%. The overflow left after global routing is 0. The overall fraction of global-route tracks in use is between 20% and 30%.

The via count of the first global-routing pass is 8824. The peak-usage layer in the global routing report is met1.

Layout
Once layout is complete, the utilization of the core stands at 45.8%. Per the final layout report, the fraction of cells sized above drive strength 1 comes to 19.8%. From synthesis to final layout, the design area changed by 12.9%.

The count of fill cells added during filler insertion is around 3000.
[state kept, by name, summed over array words and instances, names as in the netlist]
name,cells
state_cur,7
wr_addr,5
re_r,1
wr_data,10
we,1
u_ram_8_27.data_o_b,10
wr_data_r,10
u_ram_8_27.RAM,270
re,1
[kinds of logic (layout without fill, tap and decap cells)]
family / Yosys count / in the layout / share of synthesized area, %
multiplexers: 100 / 100 / 12.4
adder cells (fa/ha/maj): 5 / 5 / 0.435
AND-OR/OR-AND: 196 / 196 / 9.94
flip-flops: 315 / 315 / 65.4
buffers and inverters: 78 / 148 / 2.70
XOR/XNOR: 11 / 11 / 0.722
AND/OR/NAND/NOR: 232 / 232 / 8.42
[through the flow]
stage | cells | hold WS (ps) | cell area [um2]
after floorplan | 937 | 575 | 14400
after global placement | 1410 | 688 | 15300
after detailed placement | 1410 | 697 | 15300
after CTS | 1468 | 709 | 16200
after global routing | 1468 | 751 | 16200
final | 1468 | 710 | 16200
[layout by cell type, fill, tap and decap left out, types with 8 or more instances in the layout]
cell type | synthesis | layout
mux2i_1 | 25 | 25
mux2_2 | 14 | 14
and2_1 | 9 | 9
buf_4 | 4 | 55
dfrtp_1 | 10 | 10
clkbuf_16 | 0 | 31
o221ai_1 | 9 | 9
nand2b_1 | 13 | 13
nor2_1 | 62 | 62
a31oi_1 | 9 | 9
clkdlybuf4s50_1 | 0 | 23
nand3_1 | 15 | 15
nor3_1 | 23 | 23
xnor2_1 | 8 | 8
mux4_2 | 61 | 61
o211ai_1 | 11 | 11
a221oi_1 | 11 | 11
edfxtp_1 | 305 | 305
o21ai_0 | 25 | 25
nor2b_1 | 11 | 11
clkinv_1 | 0 | 12
a21oi_1 | 45 | 45
nand2_1 | 45 | 45
inv_1 | 9 | 9
[cell type report]
cell class	count	area, um2	area share [%]
tap	461	577	3.55
sequential	315	9410	57.9
clock inverter	23	169	1.04
multi-input combinational	544	4600	28.3
inverter	11	41.3	0.254
clock buffer	35	791	4.87
timing repair buffer	79	663	4.08
[worst paths after layout]
path,startpoint,end,slack (ps)
max,state_cur[0]$_DFF_PN0_,dout[9],4230
min,re$_DFF_PN0_,re_r$_DFF_PN0_,710
max reg2reg,state_cur[0]$_DFF_PN0_,wr_addr[1]$_DFFE_PP_,5590
min reg2reg,re$_DFF_PN0_,re_r$_DFF_PN0_,710
max in group asynchronous,rst_n,re_r$_DFF_PN0_,7410
min in group asynchronous,rst_n,state_cur[1]$_DFF_PN0_,1650
[Yosys cell counts, types with 4 or more instances]
| master | n |
|---|---|
| edfxtp_1 | 305 |
| nor2_1 | 62 |
| mux4_2 | 61 |
| a21oi_1 | 45 |
| nand2_1 | 45 |
| clkbuf_1 | 29 |
| mux2i_1 | 25 |
| o21ai_0 | 25 |
| nor3_1 | 23 |
| buf_2 | 20 |
| nand3_1 | 15 |
| mux2_2 | 14 |
| nand2b_1 | 13 |
| a221oi_1 | 11 |
| nor2b_1 | 11 |
| o211ai_1 | 11 |
| dfrtp_1 | 10 |
| a31oi_1 | 9 |
| and2_1 | 9 |
| inv_1 | 9 |
| o221ai_1 | 9 |
| xnor2_1 | 8 |
| buf_1 | 7 |
| nand4_1 | 7 |
| o22ai_1 | 7 |
| o31ai_1 | 7 |
| a22oi_1 | 6 |
| and3_1 | 6 |
| buf_6 | 6 |
| ha_1 | 5 |
| o32ai_1 | 5 |
| a211o_1 | 4 |
| a211oi_1 | 4 |
| a32oi_1 | 4 |
| buf_4 | 4 |
| nand3b_1 | 4 |
| o21ai_1 | 4 |
| or3_1 | 4 |
[worst max-delay path, cell delays in order, from the launching register on]
cell             delay, ps
dfrtp_1                570
inv_1                  190
ha_1                   160
buf_4                  240
inv_1                  180
nor4b_2                270
buf_4                  250
mux2_2                 370
clkdlybuf4s50_1        410
[power by group through the flow]
stage	Combinational, W	Sequential, W	Clock, W
after CTS	0.00245	0.00188	0.00120
after global routing	0.00266	0.00190	0.00125
final	0.00246	0.00188	0.00118
[layer usage]
metal,vias to the layer above,share of wire (%)
li1,3888,-
met1,4206,40
met2,451,45
met3,62,12
met4,0,2.4
met5,-,0
No activity file was given, so power comes from the tool's default toggle rates.
